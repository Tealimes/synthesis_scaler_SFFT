[flow/run.sh]
#!/bin/bash
# OpenROAD 26Q1-2900-gdf79404cd8, Yosys 0.63+post, stock flow scripts
make -C /OpenROAD-flow-scripts/flow DESIGN_CONFIG=/design/flow/config.mk WORK_HOME=/design/flow/orfs finish
[flow/config.mk]
export PLATFORM = sky130hd
export DESIGN_NAME = rng_insert
export DESIGN_NICKNAME = rng_insert
export VERILOG_FILES = /design/flow/design.v
export SDC_FILE = /design/flow/constraint.sdc
export NUM_CORES = 4
export LEC_CHECK = 1
export CORE_AREA = 10 10 103 103
export DIE_AREA = 0 0 113 113
[flow/constraint.sdc]
current_design rng_insert

set clk_period 3.0
set clk_io_pct 0.2

create_clock -name clk0 -period $clk_period [get_ports {iClk}]

set non_clock_inputs [all_inputs -no_clocks]
set_input_delay [expr $clk_period * $clk_io_pct] -clock clk0 $non_clock_inputs
set_output_delay [expr $clk_period * $clk_io_pct] -clock clk0 [all_outputs]
[flow/design.v]
module rng_insert #(
    parameter BITWIDTH = 8,
    parameter BITWIDTHLOG2 = 3,  
    parameter FBITWIDTH = 4  
)(
    input iClk,  
    input iRstN,  
    input iClr,  
    input iEn,  
    input [BITWIDTH-1:0] iWindow, 
    input [FBITWIDTH-1:0] iProb,  
    input [BITWIDTHLOG2-1:0] iWINLOG2,  
    input iA,  
    output out  
    );
    wire [FBITWIDTH-1:0] half;  
    reg signed [BITWIDTH-1:0] cnt;  
    reg state;  
    wire signed [BITWIDTH+FBITWIDTH-2:0] mult;  
    wire signed [BITWIDTH+2:0] target;  
    reg [BITWIDTH-1:0] cntBit;  
    wire [FBITWIDTH-1:0] prob;  
    wire polarity;  
    assign polarity = (half > iProb);
    assign half = {1'b0,1'b1,{(FBITWIDTH-2){1'b0}}};  
    assign prob = polarity ? (half - iProb) : (iProb-half);  
    assign mult = (prob << (iWINLOG2));  
    assign target = mult[BITWIDTH+FBITWIDTH-2:FBITWIDTH-1];  
    wire [BITWIDTH-1:0] winStart;  
    assign winStart = iWindow-1;
    wire check;  
    assign check = cntBit == 0 && target != 0;
    always@(posedge iClk or negedge iRstN) begin
        if(!iRstN) begin 
            state <= 0;  
        end else begin
            if(iEn) begin
                if(cnt != target | (check)) begin 
                    if(polarity) begin
                       state <= 0;
                    end else begin
                        state <= 1;
                    end
                end else begin
                    state <= iA;
                end
            end else begin
                state <= 0;
            end   
        end   
    end
    always@(posedge iClk or negedge iRstN) begin
        if(!iRstN) begin
            cnt <= 0;
            cntBit <= 0;
        end else begin
            if(iClr) begin
                cnt <= 0;
                cntBit <= 0;
            end
            else if(iEn) begin
                cntBit <= (cntBit == 0) ? winStart : cntBit - 1;
                    if(cnt != target) begin
                            cnt <= cnt + !(polarity ^ iA);
                    end else begin
                        if(check) begin
                            cnt <= !(polarity ^ iA);  
                        end else begin
                            cnt <= cnt;
                        end
                    end
            end else begin
                cnt <= 0;
                cntBit <= 0;
            end   
        end
    end
    assign out = state;  
endmodule
==> flow_metrics.py <==
# Metrics from the implementation run
metrics = {
    "clock_tree": {
        "cts_buffer_depth": 2,
        "htreeDepth": 1,
        "path_clk_slew_ns": 0.07,
        "cts_tree": "yes",
        "root_buffer": "clkbuf_8",
        "hold_buffers": 0,
        "clock_latency_ns": 0.25,
        "cts.sinks": 17,
        "cts_buffers": 3,
    },
    "worst_setup_path": {
        "r2r-end": "cntBit[6]$_DFF_PN0_",
        "worstSetupPathType": "primary input to register",
        "crit_start": "iProb[1]",
        "end_kind": "register",
        "crit_required_ns": 3.16,
        "crit_path_start_kind": "primary input",
        "crit_arrival_ns": 2.91,
        "critPathMaxFanout": 4,
        "reg2reg_depth": 9,
        "regToRegSetupSlack_ns": 0.72,
        "r2r_start": "cntBit[6]$_DFF_PN0_",
    },
    "final_layout": {
        "final_area_mm2": 0.00211,
        "area_growth_pct": 35.7,
        "seq_area_um2": 425,
        "fin_cells": 328,
        "mi_logic_area_mm2": 0.00110,
        "fillerInstances": 871,
        "drive_gt1_frac": 0.188,
    },
    "outcome": {
        "status": "finished, final reports clean",
    },
    "global_route": {
        "grt_first_pass_wirelength_mm": 6.99,
        "antenna_found_initial": 0,
        "grt_max_degree": 20,
        "grt_use_total": 0.0620,
        "grt_pass1_vias": 1521,
        "grt_overflow": 0,
    },
    "drt": {
        "drt_iter0_drc": 80,
        "route.antenna.remaining_nets": 0,
        "vias_per_cell": 4.64,
        "drt_first_pass_iters": 4,
        "routedWlPerCell_um": 12.6,
        "drt-total-wl_mm": 4.14,
        "diodes": 0,
        "drc": 0,
        "dr_total_vias": 1523,
    },
    "hold_path": {
        "holdCritStartpoint": "cntBit[6]$_DFF_PN0_",
        "hold_path_depth": 2,
        "hold_class": "register to register",
        "hold-path-endpoint": "cntBit[6]$_DFF_PN0_",
    },
    "logic_synthesis": {
        "yosys_cells": 191,
        "flop_cell": "dfrtp_1",
        "syn_avg_cell_area_um2": 8.15,
        "synth.distinct_cells": 59,
        "area_leaders": "dfrtp_1 (27%), a21oi_1 (4.8%), nor2_1 (4.1%), xor2_1 (3.4%), ha_1 (3.2%)",
        "syn_inst": 191,
        "common_cells": "dfrtp_1 (17), nor2_1 (17), a21oi_1 (15), nand3_1 (10)",
        "syn_area_mm2": 0.00156,
        "yosysTopAreaCellShare": 0.273,
        "ys_async_sr_fraction": 1.00,
        "yosys_area_mm2": 0.00156,
        "postSynthRegisterBits": 17,
        "postSynthSeqShare": 0.273,
        "top_area_cell": "dfrtp_1",
        "yosysWarnings": 1,
        "edf_count": 0,
    },
    "timing": {
        "hold_viol": 0,
        "setup_viol": 0,
        "fin_crit_ns": 2.75,
        "rsz0062_at_grt": "false",
        "whs_ns": 0.577,
        "max_freq_mhz": 364,
        "fin_crit_sh": 0.916,
        "slew_violations": 0,
        "finalWorstSetupSlack_ns": 0.253,
        "tightestPinTransition_ns": 0.767,
        "slew_headroom": 0.487,
        "skew_ns": 0.00506,
    },
    "floorplanning": {
        "initial_core_util": 0.188,
        "chipWidth_um": 113,
        "dieArea_mm2": 0.0128,
        "die_h_um": 113,
        "io_pins": 21,
        "rows": 33,
        "core-area_mm2": 0.00830,
    },
    "placement": {
        "portBuffers": 20,
        "placed_cell_area_mm2": 0.00197,
        "dp_hpwl_mm": 3.12,
        "dp_cells": 322,
        "place_ws_ns": -0.497,
        "finalWeightedCongestion": 0.906,
    },
    "flow_run": {
        "warnings": 26,
        "drv_cap": 0,
    },
    "power_and_ir_drop": {
        "leakagePower_nw": 0.873,
        "powerDensity_mw_per_mm2": 611,
        "vdd_drop_max_mv": 0.253,
        "p_total_mw": 1.29,
    },
}
-- cell families after synthesis --
family / share of synthesized area
xor+xnor: 0.0506
flops: 0.273
buf+inv: 0.0587
compound gates: 0.258
mux: 0.00723
simple gates: 0.320
fa+ha+maj: 0.0322
-- layer usage --
metal  vias to the layer above  wire [um]  track usage
met2                        18       2140        0.107
met4                         0         34       0.0127
li1                        786          -            -
met1                       717       1910       0.0823
met3                         2         66      0.00588
met5                         -          0            0
-- where the power goes --
part | leakage (nW) | internal [mW] | switching, mW
combinational | 0.616 | 0.380 | 0.423
clock | 0.0255 | 0.0921 | 0.0830
sequential | 0.232 | 0.275 | 0.0378
-- layout make-up --
type	instances	share of cell area
inverter	6	0.0107
timing repair buffer	41	0.181
multi-input combinational	155	0.523
sequential	17	0.201
tap	105	0.0622
clock buffer	3	0.0195
clock inverter	1	0.00237
-- cells in the final DEF, fill, tap and decap left out, types with 3 or more instances in the layout --
| cell type | n |
|---|---|
| o22ai_1 | 5 |
| and3b_1 | 3 |
| clkbuf_8 | 3 |
| o311ai_0 | 3 |
| inv_2 | 3 |
| o21ai_0 | 6 |
| dfrtp_1 | 17 |
| inv_1 | 3 |
| buf_4 | 20 |
| nand4b_1 | 3 |
| nor3_1 | 7 |
| a31oi_1 | 3 |
| nor2b_1 | 7 |
| xnor2_1 | 3 |
| and2_1 | 4 |
| nand2_1 | 6 |
| or3_1 | 4 |
| ha_1 | 3 |
| nand2b_1 | 5 |
| nor2_1 | 17 |
| xor2_1 | 6 |
| dlymetal6s2s_1 | 5 |
| nand3_1 | 10 |
| clkdlybuf4s50_1 | 15 |
| a21oi_1 | 13 |
-- through the flow --
step	util	TNS, ns
2_1_floorplan	-	0
3_3_place_gp	0.238	-3.05
3_5_place_dp	0.238	-3.33
4_1_cts	0.251	-0.00843
5_1_grt	0.254	0
6_report	0.254	0
-- worst max path at each step --
| stage | to | slack (ns) |
|---|---|---|
| finish | cnt[6]$_DFFE_PN0P_ | 0.25 |
| global route | cnt[6]$_DFFE_PN0P_ | 0.06 |
| CTS | cnt[0]$_DFFE_PN0P_ | -0.008 |
-- critical path: stages --
cell and delay (ns):
dlymetal6s2s_1 0.12, inv_2 0.06, ha_4 0.26, nor4b_1 0.04, or4_4 0.58, a21oi_2 0.15, nand4b_1 0.16, buf_4 0.18
nor4_4 0.37, nand2_2 0.12, a311oi_2 0.27
-- state kept, by name, summed over array words and instances (netlist names) --
signal,flops
cntBit,8
cnt,8
state,1
-- what timing repair did --
| action | in CTS | in global routing |
|---|---|---|
| setup endpoints to repair | 8 | 8 |
| buffers inserted | 2 | 0 |
| pin swaps | 7 | 6 |
| gates resized | 7 | 10 |
Power is estimated from default activity; no workload was simulated.
